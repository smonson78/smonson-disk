File: flow/config.mk
export PLATFORM = sky130hd
export DESIGN_NAME = hdd
export DESIGN_NICKNAME = hdd
export VERILOG_FILES = /design/flow/design.v
export SDC_FILE = /design/flow/constraint.sdc
export NUM_CORES = 4
export LEC_CHECK = 1
export CORE_AREA = 10 10 112 112
export DIE_AREA = 0 0 122 122
File: flow/constraint.sdc
current_design hdd

set clk_period 2.9
set clk_io_pct 0.2

create_clock -name clk0 -period $clk_period [get_ports {clock}]

set non_clock_inputs [all_inputs -no_clocks]
set_input_delay [expr $clk_period * $clk_io_pct] -clock clk0 $non_clock_inputs
set_output_delay [expr $clk_period * $clk_io_pct] -clock clk0 [all_outputs]
File: flow/design.v
module hdd (
	clock,
	f_data, f_cs, f_bus_dir, f_reset, f_ack, f_a1, f_rw, f_irq, f_drq,
	a_data, a_cs, a_bus_dir, a_cmd, a_int,
	a_extra, a_extra_2, a_ready
);
	input clock;
	inout [7:0] f_data;
	output f_bus_dir;
	input f_cs;              
	input f_reset;
	input f_ack;
	input f_a1;
	input f_rw;
	output f_irq;
	output f_drq;
	inout [7:0] a_data;
	output a_cmd;            
	output a_int;            
	input a_bus_dir;         
	input a_cs;              
	input a_extra;
    input a_extra_2;
	input a_ready;
	reg [7:0] acsi_ids;
	reg [7:0] extra_data_write;
    wire double_buffer_mode = extra_data_write[1];
	wire in_command_mode = extra_data_write[5];
	wire in_data_mode = ~extra_data_write[5];
    wire extra_data_write_condition = a_cs_rising && a_bus_dir && a_extra && !a_extra_2;
	initial begin
		acsi_ids = 8'b0;
		extra_data_write = 8'b00100000;
	end
	always @(posedge clock) begin
		if (!f_reset) begin
			extra_data_write <= 8'b00100000;
			acsi_ids <= 0;
		end
		else if (extra_data_write_condition) begin
			extra_data_write <= a_data;
        end else if (a_cs_rising && a_bus_dir && !a_extra && a_extra_2) begin
            acsi_ids <= a_data;
		end
	end
	reg selected;
	initial begin
		selected = 0;
	end
	reg [7:0] acsi_byte;
	reg acsi_byte_available;
	reg is_first_command_byte;
	reg [1:0] f_cs_edge_detect;
	assign f_bus_dir = selected & f_rw;
	assign f_data = (selected && f_rw) ? avr_byte : 8'bz;
	initial begin
		acsi_byte_available = 0;
		is_first_command_byte = 0;
		f_cs_edge_detect = 0;
	end
	wire f_cs_falling = f_cs_edge_detect == 2'b10;
    wire f_cs_rising = f_cs_edge_detect == 2'b01;
	always @(posedge clock) begin
		f_cs_edge_detect <= {f_cs_edge_detect[0], f_cs};
	end
	always @(posedge clock) begin
		if (!f_reset) begin
			acsi_byte_available <= 0;
		end else if (in_command_mode) begin
			if (f_cs_falling && !f_rw && !f_a1) begin
				acsi_byte <= f_data;
				acsi_byte_available <= 1'b1;
				is_first_command_byte <= 1'b1;
			end else if (selected && f_cs_falling && !f_rw) begin
				acsi_byte <= f_data;
				acsi_byte_available <= 1'b1;
				is_first_command_byte <= 1'b0;
			end else if (selected && acsi_byte_available && a_cs_rising) begin
				acsi_byte_available <= 1'b0;
			end
		end else begin
			if (selected && f_ack_falling && !f_rw) begin
				acsi_byte <= f_data;
				acsi_byte_available <= 1'b1;
				is_first_command_byte <= 1'b0;
			end else if (selected && acsi_byte_available && a_cs_rising) begin
				acsi_byte_available <= 1'b0;
			end
		end
	end
	wire irq_signal = (a_ready & ~acsi_byte_available) | avr_byte_available;
	assign f_irq = (selected && in_command_mode) ? (irq_signal & f_cs) : 1'b0;
	wire drq_signal = (a_ready & ~acsi_byte_available) | avr_byte_available;
	assign f_drq = (selected && in_data_mode) ? (drq_signal & f_ack) : 1'b0;
	always @(posedge clock) begin
		if (!f_reset) begin
			selected <= 0;
		end else if (extra_data_write_condition && a_data[6]) begin
            selected <= 0;
		end	else if (f_cs_falling && !f_rw && !f_a1) begin
			if (
				(acsi_ids[0] && (f_data[7:5] == 3'b000))
				|| (acsi_ids[1] && (f_data[7:5] == 3'b001))
				|| (acsi_ids[2] && (f_data[7:5] == 3'b010))
				|| (acsi_ids[3] && (f_data[7:5] == 3'b011))
				|| (acsi_ids[4] && (f_data[7:5] == 3'b100))
				|| (acsi_ids[5] && (f_data[7:5] == 3'b101))
				|| (acsi_ids[6] && (f_data[7:5] == 3'b110))
				|| (acsi_ids[7] && (f_data[7:5] == 3'b111))
			) begin
				selected <= 1'b1;
			end else begin
				selected <= 0;
			end
		end
	end
	assign a_data = a_bus_dir ? 8'bz : acsi_byte;
    wire buffered_int_signal = double_buffer_mode ? (~avr_byte_buf_available) : (~avr_byte_available & f_ack);
	assign a_int = selected & (
		a_bus_dir ?
		buffered_int_signal
		: acsi_byte_available
	);
	assign a_cmd = selected & is_first_command_byte;
	reg [1:0] a_cs_edge_detect;
	reg [1:0] f_ack_edge_detect;
	initial begin
		a_cs_edge_detect = 0;
		f_ack_edge_detect = 0;
	end
	wire a_cs_rising = a_cs_edge_detect == 2'b01;
	wire f_ack_falling = f_ack_edge_detect == 2'b10;
    wire f_ack_rising = f_ack_edge_detect == 2'b01;
	always @(posedge clock) begin
		a_cs_edge_detect <= {a_cs_edge_detect[0], a_cs};
		f_ack_edge_detect <= {f_ack_edge_detect[0], f_ack};
	end	
	reg [7:0] avr_byte;
    reg [7:0] avr_byte_buf;
	reg avr_byte_available;
    reg avr_byte_buf_available;
	initial begin
		avr_byte_available = 0;
        avr_byte_buf_available = 0;
	end
	always @(posedge clock) begin
		if (!f_reset) begin
			avr_byte_available <= 0;
            avr_byte_buf_available <= 0;
		end else if (extra_data_write_condition && a_data[0]) begin
			avr_byte_available <= 0;
            avr_byte_buf_available <= 0;
		end else if (!a_extra && !a_extra_2 && a_bus_dir && a_cs_rising) begin
            if (avr_byte_available) begin
                avr_byte_buf <= a_data;
                avr_byte_buf_available <= 1;
            end else begin
                avr_byte <= a_data;
                avr_byte_available <= 1;
            end
		end else if (in_command_mode && f_rw && f_cs_rising) begin
			avr_byte_available <= avr_byte_buf_available;
            avr_byte <= avr_byte_buf;
            avr_byte_buf_available <= 0;
		end else if (in_data_mode && f_rw && f_ack_falling) begin
			avr_byte_available <= avr_byte_buf_available;
		end else if (in_data_mode && f_rw && f_ack_rising) begin
            avr_byte <= avr_byte_buf;
            avr_byte_buf_available <= 0;
		end
	end
endmodule
File: flow/run.sh
#!/bin/bash
# OpenROAD 26Q1-2900-gdf79404cd8, Yosys 0.63+post, stock flow scripts
make -C /OpenROAD-flow-scripts/flow DESIGN_CONFIG=/design/flow/config.mk WORK_HOME=/design/flow/orfs finish
==> qor.yml <==
synth:
  ff_type: "edfxtp_1"
  ys_seq_share_pct: 64.74
  synth_flop_count: 45
  synthArstFlopShare_pct: 0
  synth_warnings: 3
  synthCells: 123
  synth.most_common_cell: "edfxtp_1"
  netlist-cell-type-count: 31
  topCellsByArea: "edfxtp_1 42%, dfxtp_1 23%, mux2i_1 6.8%"
  syn-cell-area_um2: 1778
  ys_cells: 123
  synth-edff-count: 25
  common_cells: "25 x edfxtp_1, 20 x dfxtp_1, 12 x mux2i_1, 11 x nor2b_1, 8 x mux2_1"
  top_area_share_pct: 42.22
  ys_area_um2: 1778
  syn_avg_cell_area_um2: 14.45
  yosys.area.top_type: "edfxtp_1"
placement:
  port_buffers: 15
  hpwl_um: 2904
  place.gp.congestion: 0.7331
  dp_slack_ns: 0.3348
clock_network:
  cts-resized-gates: 0
  postCtsSetupBuffers: 0
  htreeDepth: 2
  cts_buffers: 5
  cts_buffer_depth: 2
  cts-root-buf: "clkbuf_8"
  ctsHoldBuffers: 0
  clock_sinks: 45
die:
  dieHeight_um: 122
  fp_util_pct: 17.38
  rows: 37
  dieWidth_um: 122
  num_io_pins: 32
status:
  tool.error: "[error] [KeplerFormal.cpp:679] Workflow failed: Iso has multiple drivers: .a_data0, a_data[0]$_DFFE_PP_.Q0"
  status: "did not finish"
  lastStage: "clock tree synthesis"
## per-stage QoR
step                      hold WS (ns)  area, µm²  util [%]  std cells  total power [mW]
after floorplan                 0.3446       1778         -        123            0.7256
after global placement          0.3553       2118     20.70        276            0.7554
after detailed placement        0.3591       2118     20.70        276            0.7557
## cell families after synthesis
kind of cell	after synthesis	share of synthesized area [%]
AND/OR/NAND/NOR	33	13.02
AND-OR/OR-AND	15	5.208
flip-flops	45	64.74
buffers and inverters	7	2.041
multiplexers	23	14.99
Power figures rest on the tool's default switching activity, not on a simulated workload.
